==> design.v <==
module ram_32x8(
    input clk,
    input write_enable,
    input [4:0] address,
    input [7:0] data_in,
    output reg [7:0] data_out
);
    reg [7:0] memory [0:31];
    always @(posedge clk) begin
        if (write_enable)
            memory[address] <= data_in;
        data_out <= memory[address];
    end
endmodule
==> run.sh <==
#!/bin/bash
# OpenROAD 26Q1-2900-gdf79404cd8, Yosys 0.63+post, stock flow scripts
make -C /OpenROAD-flow-scripts/flow DESIGN_CONFIG=/design/flow/config.mk WORK_HOME=/design/flow/orfs finish
==> config.mk <==
export PLATFORM = sky130hd
export DESIGN_NAME = ram_32x8
export DESIGN_NICKNAME = ram_32x8
export VERILOG_FILES = /design/flow/design.v
export SDC_FILE = /design/flow/constraint.sdc
export NUM_CORES = 4
export LEC_CHECK = 1
export CORE_UTILIZATION = 50
==> constraint.sdc <==
current_design ram_32x8

set clk_period 1.8
set clk_io_pct 0.2

create_clock -name clk0 -period $clk_period [get_ports {clk}]

set non_clock_inputs [all_inputs -no_clocks]
set_input_delay [expr $clk_period * $clk_io_pct] -clock clk0 $non_clock_inputs
set_output_delay [expr $clk_period * $clk_io_pct] -clock clk0 [all_outputs]
==> reports/qor.csv <==
metric;value;unit
Clk pin slew, worst setup/hold paths;0.06;ns
Final setup viols;0;
DP HPWL;14.9;mm
site row count;51;
final instance area;12800;um2
Reg power frac;53.1;%
register share after synthesis;76.9;%
wire per inst;23.2;um
Final Hold Fails;0;
DRC;0;
nature of the critical path endpoint;register;
Top Ports;23;
first-pass GRT wire length;33.8;mm
CP Max Fanout;18;
slowest CP cell;or4_1;
Setup Crit Path Kind;in -> reg;
post-synth cell types;24;
Net Sw Power;2.55;mW
ys cells;576;
full die area;21000;um2
initial drt markers;295;
Ys Warns;1;
top post-synthesis cells by area;edfxtp_1 (75%), mux2i_1 (13%), o22ai_1 (3.9%);
Routed WL;22.7;mm
Yosys top cell by area;edfxtp_1;
Yosys top cell by instances;edfxtp_1;
Sw Share;19.7;%
CTS Root Cell;clkbuf_16;
period utilization;97.9;%
vias in the first global route;5795;
# Post-CTS Setup Buffers;0;
TritonCTS buffer count;26;
Synth Area per Inst;17.7;um2
initial antenna violation count;0;
Vias;5527;
Worst Hold Class;in -> reg;
Internal;10.4;mW
final setup TNS;0;ns
VDD IR-drop max;0.000977;V
largest net degree at the start of global routing;33;
Crit path arrival time;2.21;ns
Final Max-Slew Violation Tally;0;
Power, Total;12.9;mW
CP max stage delay;0.47;ns
RSZ-0062 raised after global routing;no;
max-cap check violation count;0;
Post-synth ARST share;0;%
CTS tree;built;
Post-synth EDFFs;256;
cts hold-fix bufs;0;
top_reg_cell synth;edfxtp_1;
IO buf count;22;
Worst Max-Slew Pin Slew;0.448;ns
Post-Syn Area;10200;um2
number of fill cells;1284;
Syn Inst Count;576;
Top-area cell share;75.3;%
Core Util at FP;51.8;%
ANT nets after route;0;
Antenna Cells;0;
Gate power share;6.3;%
post-layout min period;1.76;ns
Pre-antenna DRT Iters;4;
Sink Count;264;
top cells by count;edfxtp_1 (256), mux2i_1 (128), o22ai_1 (63);
YS chip area;10200;um2
clk latency late pin;0.51;ns
Worst EP required;2.25;ns
post-synthesis sequential element count;264;
Rel. slew slack;69.8;%
Clock Path Buffers;3;
H-tree depth;1;
Tool Warnings;26;
Routability Congestion;0.922;
vias per cell;5.65;
die width;145;um
highest clock rate;568;MHz
clock share of power;40.6;%
Die H;145;um
Cell Area, Placed;11800;um2
crit path cell chain;clkdlybuf4s50_1 -> buf_12 -> or4_1 -> buf_4 -> o22ai_1 -> nor4_1 -> nand2_1;
share of layout cells above drive strength 1;26.9;%
status;finished, final reports clean;
clock skew;0.00658;ns
pwr dens;1010;nW/um2
Core Box Area;19700;um2
Critical Path Start Type;input port;
gr usage total;25.5;%
total gr overflow;0;
leak pwr;4.50;nW
worst hold slack;0.559;ns
Area Growth Syn to Fin;25.1;%
==> layer usage <==
layer | GRT usage (%) | share of wire, % | vias up
met5 | 1.00 | 0 | -
met1 | 38.2 | 39 | 2720
met4 | 5.82 | 2.8 | 0
met3 | 10.2 | 8.8 | 38
met2 | 39.0 | 49 | 203
li1 | - | - | 2566
==> power groups by stage <==
| stage | sequential (mW) | clock [mW] | combinational (mW) |
|---|---|---|---|
| after CTS | 6.87 | 5.34 | 0.808 |
| after global routing | 6.87 | 5.58 | 0.873 |
| final | 6.87 | 5.26 | 0.813 |
==> cell type report <==
class	instances	area [um2]	share of cell area (%)
flip-flops and latches	264	7850	61.5
multi-input cells	277	2460	19.3
repair buffers	125	1270	9.96
clock buffers	37	753	5.90
well taps	265	332	2.60
clock inverters	11	103	0.804
==> path summary, 6_finish.rpt <==
kind	startpoint	end	slack [ns]	cells after the start
worst min-delay path	address[1]	memory[24][7]$_DFFE_PP_	0.56	4
worst min register to register	memory[30][0]$_DFFE_PP_	data_out[0]$_DFF_P_	0.68	4
worst max-delay path	address[3]	data_out[6]$_DFF_P_	0.04	7
worst max register to register	memory[17][1]$_DFFE_PP_	data_out[1]$_DFF_P_	0.27	4
==> logic make-up after synthesis <==
| logic type | after synthesis | synth area share, % |
|---|---|---|
| DFF | 264 | 76.9 |
| AOI/OAI and AO/OA | 64 | 3.98 |
| muxes | 128 | 12.6 |
| buffers and inverters | 35 | 1.72 |
| and+or+nand+nor | 85 | 4.85 |
==> flip-flops by register name, summed over array words and instances, names as in the netlist <==
register	count
memory	256
data_out	8
==> what timing repair did <==
| action | in CTS | in global routing |
|---|---|---|
| pin swaps | 0 | 2 |
| setup endpoints to repair | 2 | 7 |
| resized | 6 | 11 |
==> critical path, delay by kind of cell <==
kind / cells / cell delay (ns)
and+or+nand+nor: 3 / 0.72
buffers and inverters: 3 / 0.82
AOI/OAI and AO/OA: 1 / 0.30
==> through the flow <==
step                utilization [%]  cells  setup slack, ns
floorplan                         -    576           -0.127
global placement               59.9    931           -0.592
detailed placement             59.9    931           -0.625
CTS                            64.4    979        0.0000757
global route                   64.8    979          0.00664
finish                         64.8    979           0.0387
==> cell usage in the layout, fill, tap and decap left out, types with 2 or more instances in the layout <==
cell	n
buf_12	21
buf_4	79
buf_6	4
bufinv_16	2
clkbuf_1	6
clkbuf_16	27
clkbuf_8	4
clkdlybuf4s50_1	20
clkinv_1	4
clkinv_2	4
dfxtp_1	8
edfxtp_1	256
mux2i_1	128
nand2_1	10
nand3b_1	4
nand4b_1	4
nand4bb_1	4
nor2_2	13
nor2_4	15
nor3_4	4
nor4_1	10
nor4_2	6
o22ai_1	61
o22ai_2	3
or3b_2	2
or4b_4	3
Power and IR drop assume default switching activity.
