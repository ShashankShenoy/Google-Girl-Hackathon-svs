File: run.sh
#!/bin/bash
# OpenROAD 26Q1-2900-gdf79404cd8, Yosys 0.63+post, stock flow scripts
make -C /OpenROAD-flow-scripts/flow DESIGN_CONFIG=/design/flow/config.mk WORK_HOME=/design/flow/orfs finish
File: config.mk
export PLATFORM = sky130hd
export DESIGN_NAME = fir_filter
export DESIGN_NICKNAME = fir_filter
export VERILOG_FILES = /design/flow/design.v
export SDC_FILE = /design/flow/constraint.sdc
export NUM_CORES = 4
export LEC_CHECK = 1
export CORE_UTILIZATION = 40
File: constraint.sdc
current_design fir_filter

set clk_period 6.8
set clk_io_pct 0.2

create_clock -name clk0 -period $clk_period [get_ports {clk}]

set non_clock_inputs [all_inputs -no_clocks]
set_input_delay [expr $clk_period * $clk_io_pct] -clock clk0 $non_clock_inputs
set_output_delay [expr $clk_period * $clk_io_pct] -clock clk0 [all_outputs]
File: design.v
module fir_filter #(
    parameter DATA_WIDTH = 16,
    parameter COEF_WIDTH = 16,
    parameter TAP_NUMBER = 4
)(
    input clk,
    input rst,
    input signed [DATA_WIDTH-1:0] data_in,
    output reg signed [DATA_WIDTH+COEF_WIDTH-1:0] data_out
);
    reg signed [COEF_WIDTH-1:0] coef [0:TAP_NUMBER-1];
    reg signed [DATA_WIDTH-1:0] shift_reg [0:TAP_NUMBER-1];
    reg signed [DATA_WIDTH+COEF_WIDTH-1:0] mult [0:TAP_NUMBER-1];
    reg signed [DATA_WIDTH+COEF_WIDTH-1:0] acc;
    integer i;
    initial begin
        coef[0] = 16'h0400;  
        coef[1] = 16'h0300;  
        coef[2] = 16'h0200;  
        coef[3] = 16'h0100;  
    end
    always @(posedge clk or posedge rst) begin
        if (rst) begin
            for (i = 0; i < TAP_NUMBER; i = i + 1) begin
                shift_reg[i] <= 0;
                mult[i] <= 0;
            end
            acc <= 0;
            data_out <= 0;
        end
        else begin
            for (i = TAP_NUMBER-1; i > 0; i = i - 1) begin
                shift_reg[i] <= shift_reg[i-1];
            end
            shift_reg[0] <= data_in;
            acc = 0;
            for (i = 0; i < TAP_NUMBER; i = i + 1) begin
                mult[i] = shift_reg[i] * coef[i];
                acc = acc + mult[i];
            end
            data_out <= acc;
        end
    end
endmodule
==> insert_results.sql <==
-- metrics for the results database
INSERT INTO impl_metrics (metric_group, metric, value, unit) VALUES
('timing', 'accumulated_negative_setup_slack', '0', 'ns'),
('routing', 'insertedDiodeCount', '0', ''),
('run_status', 'outcome', 'finished, final reports clean', ''),
('logic_synthesis', 'mappedNetlistArea', '6530', 'µm²'),
('logic_synthesis', 'enable_flop_cells', '0', ''),
('power_and_ir_drop', 'net_sw_share', '41.7', '%'),
('clocking', 'post_cts_buffers', '0', ''),
('setup_path', 'timing.critical_path.cells', 'ha_1, ha_1, ha_1, inv_1, fa_1, inv_1, ha_1, inv_1, fa_1, fa_1, inv_1, ha_1, ha_1, ha_1, inv_1, fa_1, nand2b_1, a21oi_1, o221ai_1, and2b_1, o31ai_2, xor2_1', ''),
('routing', 'avgViaCountPerCell', '4.52', ''),
('setup_path', 'r2r_end', 'data_out[24]', ''),
('cells_and_area', 'area_overhead_vs_synth', '14.4', '%'),
('global_route', 'pin_count_of_the_biggest_net_entering_global_routing', '48', ''),
('cells_and_area', 'logic_area', '3820', 'µm²'),
('timing', 'slew_violations', '0', ''),
('setup_path', 'timing.critical_path.fanout_max', '3', ''),
('place', 'placement.io_buffers', '41', ''),
('logic_synthesis', 'fraction_of_synthesized_cell_area_taken_by_the_top_area_cell_type', '33.7', '%'),
('floorplan', 'chipArea', '16800', 'µm²'),
('place', 'post-dp-hpwl', '7.57', 'mm'),
('cells_and_area', 'seqCellArea', '2200', 'µm²'),
('floorplan', 'initial_core_util', '41.1', '%'),
('floorplan', 'die_y', '130', 'µm'),
('timing', 'setup-violations-final', '0', ''),
('cells_and_area', 'final_cell_area', '7470', 'µm²'),
('cells_and_area', 'post_route_cells_drive_above_1_share', '3.18', '%'),
('routing', 'detailedRoute.firstPassIterationCount', '4', ''),
('timing', 'rsz_0062_raised_after_global_routing', 'no', ''),
('cells_and_area', 'n_fill_cell', '1463', ''),
('setup_path', 'setup.worst_path.start', 'shift_reg[1][3]', ''),
('routing', 'dr_total_vias', '3676', ''),
('logic_synthesis', 'top_cell', 'ha_1', ''),
('place', 'pre_cts_slack', '1.04', 'ns'),
('logic_synthesis', 'netlist_top_cells_area', 'dfrtp_1, ha_1, fa_1, inv_1, xnor2_1', ''),
('floorplan', 'pin_count', '50', ''),
('logic_synthesis', 'synth_top_flop_cell', 'dfrtp_1', ''),
('run', 'log.warning_count', '33', ''),
('routing', 'dr.first_iter.drc_count', '66', ''),
('logic_synthesis', 'leading_cell_types_by_count_after_synthesis', 'ha_1, inv_1, dfrtp_1', ''),
('power_and_ir_drop', 'worst_ir_drop_vdd', '0.246', 'mV'),
('clocking', 'tritoncts_num_sinks', '88', ''),
('setup_path', 'r2r_slack', '1.06', 'ns'),
('power_and_ir_drop', 'pwr-share-seq', '20.9', '%'),
('setup_path', 'crit_slowest_cell', 'fa_1', ''),
('setup_path', 'crit_path_frequent_cell', 'ha_1', ''),
('clocking', 'cts_hold_buffers', '0', ''),
('global_route', 'number_of_global_route_vias_before_repair', '3871', ''),
('run', 'drv.max_cap_violation_count', '0', ''),
('logic_synthesis', 'yosysWarningCount', '3', ''),
('logic_synthesis', 'netlist-cell-type-count', '42', ''),
('routing', 'postRouteAntennaNets', '0', ''),
('routing', 'drcViolationCount', '0', ''),
('timing', 'final_min_period_over_clock_period', '84.5', '%'),
('floorplan', 'die.size.x', '130', 'µm'),
('routing', 'drt-total-wl', '9.44', 'mm'),
('timing', 'final_min_period', '5.74', 'ns'),
('timing', 'final.setup_skew', '0.00449', 'ns'),
('setup_path', 'rr_startpoint', 'shift_reg[1][3]', ''),
('logic_synthesis', 'postSynthSeqShare', '33.7', '%'),
('timing', 'fmax', '174', 'MHz'),
('cells_and_area', 'finish.cell_count_without_fillers', '813', ''),
('setup_path', 'r2r.worst_path.cells', '22', ''),
('worst_hold_path', 'worstHoldPathType', 'flip-flop to flip-flop', ''),
('global_route', 'grt_util_all_layers', '13.1', '%'),
('place', 'place.detailed.instances', '798', ''),
('power_and_ir_drop', 'switching_power', '1.36', 'mW'),
('logic_synthesis', 'synth_chip_area', '6530', 'µm²'),
('setup_path', 'timing.critical_path.depth', '22', ''),
('setup_path', 'critical_path.top_delay_family', 'adder cells', ''),
('setup_path', 'crit_path_max_incr_delay', '0.55', 'ns'),
('timing', 'actual_slew_at_the_worst_max_slew_pin', '0.712', 'ns'),
('cells_and_area', 'largest_register_ffs', '64', '');
[layout make-up]
cell class / count / share of cell area, %
tap: 216 / 3.62
timing repair buffer: 42 / 5.60
clock buffer: 12 / 3.30
sequential: 88 / 29.5
inverter: 125 / 6.30
multi-input combinational: 327 / 51.1
clock inverter: 3 / 0.570
[layer usage]
metal  GRT usage [%]  routed length (µm)  vias up  share of wire, %
met5               0                   0        -                 0
met4            1.64                 155        0               1.6
met3            2.88                 407       11               4.3
met2            20.9                4380       53                46
met1            19.6                4490     1770                48
li1                -                   -     1842                 -
[cell usage in the layout (no fill, tap or decap), types with 2 or more instances in the layout]
| cell | netlist | routed |
|---|---|---|
| nand2b_1 | 2 | 2 |
| and3_1 | 2 | 2 |
| nand3_1 | 2 | 2 |
| o21ai_0 | 6 | 6 |
| inv_1 | 125 | 124 |
| nor2_1 | 12 | 12 |
| a21oi_1 | 15 | 15 |
| xor2_1 | 6 | 6 |
| clkbuf_1 | 1 | 2 |
| clkdlybuf4s50_1 | 0 | 41 |
| a21o_1 | 8 | 8 |
| clkinv_2 | 0 | 2 |
| ha_1 | 162 | 162 |
| o21a_1 | 4 | 4 |
| dfrtp_1 | 88 | 88 |
| a211oi_1 | 2 | 2 |
| and2b_1 | 2 | 2 |
| nand2_1 | 7 | 7 |
| o21bai_1 | 2 | 2 |
| o211ai_1 | 2 | 2 |
| nor3_1 | 2 | 2 |
| fa_1 | 54 | 54 |
| clkbuf_16 | 0 | 9 |
| xnor2_1 | 10 | 10 |
| conb_1 | 1 | 8 |
[worst reg2reg max path: stages (launching register included)]
cell and delay, ns:
dfrtp_1 0.40, ha_1 0.31, ha_1 0.28, ha_1 0.28
inv_1 0.05, fa_1 0.49, inv_1 0.04, ha_1 0.26
inv_1 0.05, fa_1 0.50, fa_1 0.55, inv_1 0.04
ha_1 0.28, ha_1 0.28, ha_1 0.19, inv_1 0.06
fa_1 0.39, nand2b_1 0.18, a21oi_1 0.23, o221ai_1 0.22
and2b_1 0.24, o31ai_2 0.20, xor2_1 0.17
[logic make-up (layout without fill, tap and decap cells)]
kind of cell,Yosys count,count (layout),synth area share (%)
flops,88,88,33.7
buf+inv,134,182,8.17
mux,1,1,0.153
xor+xnor,16,16,2.15
simple gates,32,32,2.30
fa+ha+maj,216,216,47.6
other cells,1,8,0.0574
compound gates,54,54,5.83
[worst min path at each step]
stage | from | slack, ns | endpoint
after CTS | shift_reg[2][5] | 0.38 | shift_reg[3][5]
after global routing | shift_reg[2][5] | 0.38 | shift_reg[3][5]
final | shift_reg[2][5] | 0.37 | shift_reg[3][5]
[power by group through the flow]
stage,clock (mW),combinational [mW],sequential [mW]
CTS,0.509,2.13,0.683
global route,0.530,2.46,0.690
finish,0.488,2.08,0.680
[per-stage QoR]
stage | util [%] | hold slack (ns)
finish | 47.0 | 0.374
global route | 47.0 | 0.385
CTS | 47.0 | 0.375
detailed placement | 45.2 | 0.361
global placement | 45.2 | 0.362
floorplan | - | 0.354
Power and IR drop assume default switching activity.
