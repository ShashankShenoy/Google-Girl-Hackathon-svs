[run.sh]
#!/bin/bash
# OpenROAD 26Q1-2900-gdf79404cd8, Yosys 0.63+post, stock flow scripts
make -C /OpenROAD-flow-scripts/flow DESIGN_CONFIG=/design/flow/config.mk WORK_HOME=/design/flow/orfs finish
[config.mk]
export PLATFORM = sky130hd
export DESIGN_NAME = alu_32bit
export DESIGN_NICKNAME = alu_32bit
export VERILOG_FILES = /design/flow/design.v
export SDC_FILE = /design/flow/constraint.sdc
export NUM_CORES = 4
export LEC_CHECK = 1
export CORE_UTILIZATION = 30
[design.v]
module alu_32bit(
    input [31:0] a, b,
    input [3:0] op,
    output reg [31:0] result,
    output zero, overflow, carry_out
);
    parameter ADD = 4'b0000,
              SUB = 4'b0001,
              AND = 4'b0010,
              OR  = 4'b0011,
              XOR = 4'b0100,
              NOR = 4'b0101,
              SLT = 4'b0110,  
              SLL = 4'b0111,  
              SRL = 4'b1000,  
              SRA = 4'b1001;  
    wire [31:0] add_result;
    wire [31:0] sub_result;
    wire add_cout, sub_cout;
    wire add_overflow, sub_overflow;
    wire [31:0] adder_b;
    wire adder_cin;
    assign adder_b = (op == SUB || op == SLT) ? ~b : b;
    assign adder_cin = (op == SUB || op == SLT) ? 1'b1 : 1'b0;
    wire [32:0] adder_result;
    assign adder_result = {1'b0, a} + {1'b0, adder_b} + adder_cin;
    assign add_result = adder_result[31:0];
    assign add_cout = adder_result[32];
    assign add_overflow = (a[31] == adder_b[31]) && (add_result[31] != a[31]);
    wire slt_result;
    assign slt_result = (a[31] != b[31]) ? a[31] : add_result[31];
    always @(*) begin
        case (op)
            ADD: result = add_result;
            SUB: result = add_result;
            AND: result = a & b;
            OR:  result = a | b;
            XOR: result = a ^ b;
            NOR: result = ~(a | b);
            SLT: result = {31'b0, slt_result};
            SLL: result = b << a[4:0];  
            SRL: result = b >> a[4:0];  
            SRA: result = $signed(b) >>> a[4:0];  
            default: result = 32'b0;
        endcase
    end
    assign zero = (result == 32'b0);
    assign overflow = (op == ADD) ? add_overflow : 
                      (op == SUB) ? add_overflow : 1'b0;
    assign carry_out = (op == ADD || op == SUB) ? add_cout : 1'b0;
endmodule
[constraint.sdc]
current_design alu_32bit

set clk_period 30.2
set clk_io_pct 0.2

create_clock -name clk0 -period $clk_period

set non_clock_inputs [all_inputs -no_clocks]
set_input_delay [expr $clk_period * $clk_io_pct] -clock clk0 $non_clock_inputs
set_output_delay [expr $clk_period * $clk_io_pct] -clock clk0 [all_outputs]
==> commit_impl_results.txt <==
Log flow metrics for this revision

* Result of the run: finished, final reports clean
- The via count of the first global-routing pass was 9144.
- Worst setup timing slack at the placement stage: 11.89 ns
- The largest single stage delay on the critical path is 0.93 ns.
* Total global routing track utilization: 0.2728
* Cells along the critical path: clkdlybuf4s50_1 -> and3b_1 -> a21oi_1 -> nor2_4 -> buf_4 -> xnor2_1 -> ha_1 -> nand2_1 -> or2_2 -> o211ai_1 -> nor3_1 -> a221o_1 -> or4_1 -> or4_1 -> nor4_1 -> nand4_1 -> nor2_1 -> clkdlybuf4s50_1
* Count of buffers from port buffering: 103
- Part of the cycle the worst path needs: 0.6060
- For this run, the top clock speed supported by timing is 0.05464 GHz.
- In this run the tools logged warnings totalling 69.
* Critical path depth: 18
- Antenna diode count: 0
- The critical path maximum fanout is 29.
- The top cell type in the final layout, fill and taps aside, is sky130_fd_sc_hd__nand2_1.
- The floorplan step defined a core boundary enclosing 27930 sq um.
* Resized Gates After CTS: 0
- Post-CTS timing repair inserted 0 buffers for setup.
- In the final report, the number of endpoints failing setup comes to 0.
- Per Yosys stat, the portion of area used by sequential elements is 0.
* Slew of the pin with the lowest slew margin: 0.9337 ns
- Flip-flops: 0
- Worst hold slack across all endpoints: 13.35 ns
- The layout has 0 clock buffers.
* Xor and xnor area share after synthesis: 0.04797
- I/O pin count: 103
- Wire length per cell: 24.96 um
* Final critical-path setup slack: 11.90 ns
- In the final layout, the share of cells above drive strength 1 is 0.1097.
- The first global-routing pass estimated 58.45 mm of wire.
* Fillcell total: 2920
* Number of cells in the yosys synthesis report: 1156
- The critical path is of the primary input to output pin type.
* Crit. End Element: output pin
* Initial antenna violation count: 1
- Required time worst endpoint: 24.16 ns
- In this run, post-CTS hold repair placed 0 buffers.
- The final route contains 9679 vias.
* Number of design-rule violations left by the first detailed-router iteration: 1152
- Number of standard cells after synthesis: 1156
- The warning tally printed by Yosys for this design is 1.
- Count of placed standard cells in the final layout, fillers left out: 1563
* Chip Area: 29280 sq um
- The worst setup path is launched from a primary input.
* DIE HEIGHT: 171.1 um
* Share of synthesized cell area in and-or and or-and compound cells: 0.2867
- Unrepaired setup endpoints after global routing: false
- Post-detailed-placement half-perimeter wirelength: 30.22 mm
* Chip Area, Yosys: 8581 sq um
* Largest non-sequential cell family by area: AND-OR/OR-AND gates
- Using the TritonRoute via totals, the vias-per-cell ratio works out to 6.193.
* Data arrival time of the worst path: 12.26 ns
- The script extracted a total leakage power of 0.003942 uW.
- The cell family contributing the most delay on the critical path is simple AND/OR/NAND/NOR gates.
- Summed over all layers, the global routing overflow is 0.
- The cell-mix breakdown from Yosys lists the simple-gate area share as 0.1866.
- Nets still carrying antenna violations after routing amount to 0.
- Worst vdd ir: 0.000008600 V
- Std cell rows: 61
- For this run, design rule violations remaining after detail routing come to 0.
* Sequential standard cell area: 0 sq um
- The most critical min-delay path falls under primary input to output pin.
- Adder share: 0.1481
* Maximum number of pins on one net before global-route repair: 54
* Rel. slew slack: 0.3775
- Per STA, the endpoint of the critical path is zero.
- The routed design could run at a clock period as short as 18.30 ns.
- The number of maximum-capacitance violations recorded for the run is 0.
- RD Place Congestion: 1.089
* Library cell contributing the largest single delay on the critical path: sky130_fd_sc_hd__clkdlybuf4s50_1
- Summed over all failing endpoints, the final setup total negative slack is 0 ns.
- In this run the cell area of the synthesized design comes to 8581 sq um.
- The die is 171.1 um wide.
- Post-synth mux share: 0.2441
* Area growth from synthesis to final layout: 14.64%
- Total instance count after detailed placement: 1563
- The share of the core area taken by cells at floorplan is 0.3072.
* Number of pins exceeding their max-slew limit in the final report: 0
* Number of buffer and inverter instances along the worst setup path: 3
- Count of distinct cell types in the synthesized netlist: 82
* Dominant logic cell types in the final layout: 115 x sky130_fd_sc_hd__nand2_1, 100 x sky130_fd_sc_hd__ha_1, 100 x sky130_fd_sc_hd__clkdlybuf4s50_1, 83 x sky130_fd_sc_hd__inv_1, 80 x sky130_fd_sc_hd__nor2_1
* Startpoint of the most critical setup path: op[0]
* Final Hold Vio Count: 0
* Total Wirelength: 39.01 mm
- Per-instance average area after synthesis: 7.423 sq um
- PD cells: 20.24 nW/um^2
- First-pass iteration count of the detailed router: 6
## per-layer routing
metal | GRT usage | vias up | share of wire
met5 | 0 | - | 0
li1 | - | 4456 | -
met3 | 0.05535 | 69 | 0.10
met4 | 0.06017 | 0 | 0.027
met2 | 0.4134 | 557 | 0.44
met1 | 0.4004 | 4597 | 0.43
## worst min-delay path, delay by kind of cell
kind,cells,cell delay (ns)
XOR/XNOR,1,0.24
buffers and inverters,2,0.99
AND/OR/NAND/NOR,1,0.04
## cells by family after synthesis
logic type | count (synthesis)
and+or+nand+nor | 335
adders and majority gates | 101
xor gates and xnor gates | 47
AOI/OAI and AO/OA | 355
muxes | 140
buffers and inverters | 178
## how the worst min path moves through the flow
stage | cells past startpoint | slack, ns | endpoint | startpoint
after CTS | 4 | 13.38 | overflow | a[31]
after global routing | 4 | 13.43 | overflow | a[31]
final | 4 | 13.35 | overflow | a[31]
## per-stage QoR
stage / power [uW] / instance area [sq um] / utilization
after global routing: 214.7 / 9837 / 0.3521
after floorplan: 124.0 / 8581 / -
final: 199.1 / 9837 / 0.3521
after detailed placement: 193.9 / 9837 / 0.3521
after global placement: 194.1 / 9837 / 0.3521
after CTS: 195.0 / 9837 / 0.3521
## cell usage after synthesis (18+ instances only)
cell type,n,area [sq um]
sky130_fd_sc_hd__nand4_1,20,125.1
sky130_fd_sc_hd__mux2_2,30,337.8
sky130_fd_sc_hd__clkbuf_1,65,244.0
sky130_fd_sc_hd__o211ai_1,27,202.7
sky130_fd_sc_hd__nor2_1,81,304.0
sky130_fd_sc_hd__a21oi_1,70,350.3
sky130_fd_sc_hd__inv_1,83,311.6
sky130_fd_sc_hd__o21ai_0,59,295.3
sky130_fd_sc_hd__a211oi_1,21,157.7
sky130_fd_sc_hd__a221oi_1,18,157.7
sky130_fd_sc_hd__mux4_2,52,1171
sky130_fd_sc_hd__mux2i_1,56,560.5
sky130_fd_sc_hd__xnor2_1,41,359.1
sky130_fd_sc_hd__nand3_1,21,105.1
sky130_fd_sc_hd__nand2_1,115,431.7
sky130_fd_sc_hd__nor3_1,22,110.1
sky130_fd_sc_hd__ha_1,100,1251
## area by class of cell
| type | count | area (sq um) | area share |
|---|---|---|---|
| multi-input combinational | 978 | 7884 | 0.8015 |
| timing repair buffer | 122 | 1161 | 0.1180 |
| tap | 378 | 473.0 | 0.04808 |
| inverter | 85 | 319.1 | 0.03243 |
## where the power goes
| part | internal, uW | switching, uW | leakage, uW |
|---|---|---|---|
| registers | 0 | 0 | 0 |
| clock network | 0 | 0 | 0 |
| logic | 83.4 | 116 | 0.00394 |
| total | 83.4 | 116 | 0.00394 |
Power figures rest on the tool's default switching activity, not on a simulated workload.
