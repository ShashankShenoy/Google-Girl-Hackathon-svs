### design/flow/config.mk
export PLATFORM = sky130hd
export DESIGN_NAME = fft_4point
export DESIGN_NICKNAME = fft_4point
export VERILOG_FILES = /design/flow/design.v
export SDC_FILE = /design/flow/constraint.sdc
export NUM_CORES = 4
export LEC_CHECK = 1
export CORE_UTILIZATION = 30
### design/flow/constraint.sdc
current_design fft_4point

set clk_period 13.5
set clk_io_pct 0.2

create_clock -name clk0 -period $clk_period [get_ports {clk}]

set non_clock_inputs [all_inputs -no_clocks]
set_input_delay [expr $clk_period * $clk_io_pct] -clock clk0 $non_clock_inputs
set_output_delay [expr $clk_period * $clk_io_pct] -clock clk0 [all_outputs]
### design/flow/design.v
module fft_4point #(
    parameter WIDTH = 16
)(
    input clk,
    input rst,
    input start,
    input signed [WIDTH-1:0] x_real_0,
    input signed [WIDTH-1:0] x_real_1,
    input signed [WIDTH-1:0] x_real_2,
    input signed [WIDTH-1:0] x_real_3,
    input signed [WIDTH-1:0] x_imag_0,
    input signed [WIDTH-1:0] x_imag_1,
    input signed [WIDTH-1:0] x_imag_2,
    input signed [WIDTH-1:0] x_imag_3,
    output reg signed [WIDTH+1:0] y_real_0,
    output reg signed [WIDTH+1:0] y_real_1,
    output reg signed [WIDTH+1:0] y_real_2,
    output reg signed [WIDTH+1:0] y_real_3,
    output reg signed [WIDTH+1:0] y_imag_0,
    output reg signed [WIDTH+1:0] y_imag_1,
    output reg signed [WIDTH+1:0] y_imag_2,
    output reg signed [WIDTH+1:0] y_imag_3,
    output reg done
);
    reg signed [WIDTH:0] stage1_real_0;
    reg signed [WIDTH:0] stage1_real_1;
    reg signed [WIDTH:0] stage1_real_2;
    reg signed [WIDTH:0] stage1_real_3;
    reg signed [WIDTH:0] stage1_imag_0;
    reg signed [WIDTH:0] stage1_imag_1;
    reg signed [WIDTH:0] stage1_imag_2;
    reg signed [WIDTH:0] stage1_imag_3;
    localparam signed [WIDTH-1:0] W_4_0_REAL = 16'h7FFF;   
    localparam signed [WIDTH-1:0] W_4_0_IMAG = 16'h0000;   
    localparam signed [WIDTH-1:0] W_4_1_REAL = 16'h0000;   
    localparam signed [WIDTH-1:0] W_4_1_IMAG = 16'h8000;   
    localparam signed [WIDTH-1:0] W_4_2_REAL = 16'h8000;   
    localparam signed [WIDTH-1:0] W_4_2_IMAG = 16'h0000;   
    reg [1:0] state;
    localparam IDLE = 2'b00;
    localparam STAGE1 = 2'b01;
    localparam STAGE2 = 2'b10;
    localparam DONE = 2'b11;
    always @(posedge clk or posedge rst) begin
        if (rst) begin
            state <= IDLE;
            done <= 0;
            stage1_real_0 <= 0;
            stage1_real_1 <= 0;
            stage1_real_2 <= 0;
            stage1_real_3 <= 0;
            stage1_imag_0 <= 0;
            stage1_imag_1 <= 0;
            stage1_imag_2 <= 0;
            stage1_imag_3 <= 0;
            y_real_0 <= 0;
            y_real_1 <= 0;
            y_real_2 <= 0;
            y_real_3 <= 0;
            y_imag_0 <= 0;
            y_imag_1 <= 0;
            y_imag_2 <= 0;
            y_imag_3 <= 0;
        end
        else begin
            case (state)
                IDLE: begin
                    done <= 0;
                    if (start)
                        state <= STAGE1;
                end
                STAGE1: begin
                    stage1_real_0 <= x_real_0 + x_real_2;
                    stage1_imag_0 <= x_imag_0 + x_imag_2;
                    stage1_real_1 <= x_real_1 + x_real_3;
                    stage1_imag_1 <= x_imag_1 + x_imag_3;
                    stage1_real_2 <= x_real_0 - x_real_2;
                    stage1_imag_2 <= x_imag_0 - x_imag_2;
                    stage1_real_3 <= x_real_1 - x_real_3;
                    stage1_imag_3 <= x_imag_1 - x_imag_3;
                    state <= STAGE2;
                end
                STAGE2: begin
                    y_real_0 <= stage1_real_0 + stage1_real_1;
                    y_imag_0 <= stage1_imag_0 + stage1_imag_1;
                    y_real_1 <= stage1_real_2 + stage1_imag_3;
                    y_imag_1 <= stage1_imag_2 - stage1_real_3;
                    y_real_2 <= stage1_real_0 - stage1_real_1;
                    y_imag_2 <= stage1_imag_0 - stage1_imag_1;
                    y_real_3 <= stage1_real_2 - stage1_imag_3;
                    y_imag_3 <= stage1_imag_2 + stage1_real_3;
                    state <= DONE;
                end
                DONE: begin
                    done <= 1;
                    state <= IDLE;
                end
            endcase
        end
    end
endmodule
### design/flow/run.sh
#!/bin/bash
# OpenROAD 26Q1-2900-gdf79404cd8, Yosys 0.63+post, stock flow scripts
make -C /OpenROAD-flow-scripts/flow DESIGN_CONFIG=/design/flow/config.mk WORK_HOME=/design/flow/orfs finish
==> impl_metrics.tcl <==
# metrics dict for downstream scripts
set metrics [dict create \
    grt_overflow 0 \
    tightest_slew_ps 794 \
    power_density_nw_per_um2 253 \
    syn_area_um2 22500 \
    ys_seq_elements 277 \
    finalHoldViolCount 0 \
    via_per_inst 5.00 \
    root_buffer "clkbuf_16" \
    path_cells "clkdlybuf4s50_1 -> inv_1 -> ha_1 -> nand2b_1 -> a221oi_1 -> nor3_2 -> o41ai_2 -> a311oi_1 -> o21ai_1 -> xor2_1 -> a21oi_1" \
    core_area_um2 74300 \
    routed_wl_um 71600 \
    ant_nets 0 \
    ios 276 \
    die_w_um 276 \
    ff2ff_setup_slack_ps 10150 \
    clockBufferDepth 3 \
    leakage_nw 11.9 \
    grt_busiest_layer "met1" \
    cts.sinks 277 \
    gp_congestion 0.937 \
    min_period_ps 5120 \
    nFillCells 7597 \
    grt_use_met2 0.281 \
    status "finished clean" \
    clock_latency_ps 600 \
    yosys_area_um2 22500 \
    grt_pass1_wl_um 109000 \
    area_growth_pct 20.2 \
    rsz0062_at_grt "no" \
    num_rows 100 \
    fp-utilization 0.303 \
    antenna_found_initial 32 \
    grt_start_max_net_pins 81 \
    critPathMaxStageDelay_ps 490 \
    synth_stat.cells 2605 \
    largest_area_cell "dfrtp_1" \
    fp.dieH_um 276 \
    hold_buffers 0 \
    hp-class "register to register" \
    syn_area_per_cell_um2 8.64 \
    vdd_ir_drop_max_mv 0.123 \
    period_used_share 0.379 \
    synthDistinctLibCells 96 \
    die_area_um2 76100 \
    met3_usage 0.0619 \
    cp_max_fo 7 \
    use_met1 0.284 \
    topCellsByArea "dfrtp_1, ha_1, a21oi_1" \
    drc 0 \
    openroad.warnings 157 \
    grt_usage 0.192 \
    htree_levels 1 \
    ys_warn_count 1 \
    wl_per_cell_um 18.9 \
    path_class "input pin to register" \
    cp.arrival_ps 5550 \
    path_clk_slew_ps 60 \
    critPathCaptureType "register" \
    flop_cell "dfrtp_1" \
    cts_buffers 30 \
    drv_cap 0 \
    ctsResizeCount 0 \
    port_buffers 275 \
    syn_inst 2605 \
    p_total_mw 6.84 \
    critPathBufInv 2 \
    cts_setup_buffers 0 \
    edf_count 0 \
    start_kind "input pin" \
    slew_viol_final 0 \
    drtPass1Iterations 5 \
    finalSetupViolCount 0 \
    grt_pass1_vias 18179 \
    dpl.hpwl_um 57900 \
    async_reset_ff_frac 1.00 \
    cts_tree "yes" \
    critical_path_required_ps 13930 \
    maxSlewHeadroom 0.467 \
    crit_slowest_cell "clkdlybuf4s50_1" \
    vias 18935 \
    top_area_frac 0.307 \
    drive_gt1_frac 0.0694 \
    tns_ps 0 \
    ys_seq_share 0.308 \
    finClkSkew_ps 26.1 \
    drt_iter0_drc 1260 \
    cpLargestDelayFamily "AND-OR/OR-AND gates" \
    fmax_mhz 195 \
]
[logic make-up (layout without fill, tap and decap cells)]
logic type / Yosys count / in the layout / synth area share
AOI/OAI and AO/OA: 738 / 738 / 0.210
xor gates and xnor gates: 178 / 178 / 0.0693
adders and majority gates: 280 / 280 / 0.161
buffers and inverters: 379 / 582 / 0.0684
DFF: 277 / 277 / 0.308
muxes: 91 / 91 / 0.0452
other: 0 / 11 / 0
and+or+nand+nor: 662 / 662 / 0.138
[sequential cells by signal, indices dropped and copies added (netlist names), 18 cells and up]
signal and cells:
y_imag_0 18, y_imag_1 18, y_real_0 18, y_real_3 18
[power by group]
part | switching, mW | internal (mW) | total [mW]
Combinational | 2.32 | 1.95 | 4.27
Clock | 0.367 | 0.542 | 0.909
Sequential | 0.415 | 1.24 | 1.66
[layout by cell type, fill, tap and decap left out, types with 16 or more instances in the layout]
cell type,n
mux2_2,81
a31oi_1,20
o31ai_1,29
ha_1,264
nand2_1,119
nor2_1,290
nor2b_1,34
nand3_1,37
clkbuf_16,31
clkdlybuf4s50_1,275
a21o_1,44
fa_1,16
inv_1,236
dfrtp_1,274
nand2b_1,43
o21bai_1,47
o21a_1,23
o21ai_1,21
nor3_1,41
o21ai_0,118
xor2_1,25
xnor2_1,153
a211o_1,16
a21oi_1,278
[cells in the mapped netlist, types with 20 or more instances]
master / number
nand2b_1: 43
o21ai_1: 21
mux2_2: 81
dfrtp_1: 276
xor2_1: 25
nor2b_1: 34
a21o_1: 44
clkbuf_1: 89
o21a_1: 23
o21ai_0: 118
nor3_1: 41
ha_1: 264
nor2_1: 290
xnor2_1: 153
o21bai_1: 47
o31ai_1: 29
a31oi_1: 20
inv_1: 237
nand3_1: 37
nand2_1: 119
a21oi_1: 278
[final timing paths]
kind	startpoint	cells after the start	end
max reg2reg	stage1_imag_1[0]	11	y_imag_2[14]
min in group asynchronous	rst	2	y_imag_3[1]
max in group asynchronous	rst	4	y_real_3[12]
min	state[3]	1	done
min reg2reg	state[3]	1	done
max	x_real_3[2]	11	stage1_real_1[14]
[stage by stage]
step | hold slack [ps] | instance area (um^2) | cells | setup slack, ps | utilization
2_1_floorplan | 369 | 22500 | 2605 | 3160 | -
3_3_place_gp | 446 | 25900 | 3722 | 7870 | 0.349
3_5_place_dp | 450 | 25900 | 3722 | 7850 | 0.349
4_1_cts | 455 | 27000 | 3777 | 8440 | 0.364
5_1_grt | 478 | 27000 | 3782 | 8190 | 0.364
6_report | 468 | 27100 | 3788 | 8380 | 0.364
[per-layer routing]
metal	up-vias	routed length (um)
met2	438	30700
met1	8907	33200
li1	9442	-
met5	-	255
met3	106	5890
met4	42	1590
[layout make-up]
class / instances / area, um^2 / area share
flip-flops and latches: 277 / 6940 / 0.257
repair buffers: 288 / 2850 / 0.105
inverters: 239 / 905 / 0.0334
diodes: 11 / 27.5 / 0.00102
clock buffers: 38 / 852 / 0.0315
well taps: 969 / 1210 / 0.0448
clock inverters: 17 / 233 / 0.00860
multi-input cells: 1949 / 14000 / 0.519
[worst register-to-register path, delay by kind of cell, from the launching register on]
kind                     cells  cell delay (ps)
flip-flops                   1              550
AND-OR/OR-AND                6             1480
adder cells (fa/ha/maj)      2              650
buffers and inverters        1               60
multiplexers                 1              280
XOR/XNOR                     1              200
