==> /design/flow/design.v <==
module iir_filter #(
    parameter DATA_WIDTH = 16,
    parameter COEF_WIDTH = 16,
    parameter FWD_TAP = 3,   
    parameter FB_TAP = 2     
)(
    input clk,
    input rst,
    input signed [DATA_WIDTH-1:0] data_in,
    output reg signed [DATA_WIDTH+COEF_WIDTH-1:0] data_out
);
    reg signed [COEF_WIDTH-1:0] b_coef [0:FWD_TAP-1];  
    reg signed [COEF_WIDTH-1:0] a_coef [0:FB_TAP-1];   
    reg signed [DATA_WIDTH-1:0] x_shift [0:FWD_TAP-1];   
    reg signed [DATA_WIDTH+COEF_WIDTH-1:0] y_shift [0:FB_TAP-1];  
    reg signed [DATA_WIDTH+COEF_WIDTH-1:0] fwd_mult [0:FWD_TAP-1];
    reg signed [DATA_WIDTH+COEF_WIDTH-1:0] fb_mult [0:FB_TAP-1];
    reg signed [DATA_WIDTH+COEF_WIDTH-1:0] fwd_acc, fb_acc;
    integer i;
    initial begin
        b_coef[0] = 16'h0800;  
        b_coef[1] = 16'h0400;  
        b_coef[2] = 16'h0200;  
        a_coef[0] = 16'h0180;  
        a_coef[1] = 16'h00C0;  
    end
    always @(posedge clk or posedge rst) begin
        if (rst) begin
            for (i = 0; i < FWD_TAP; i = i + 1) begin
                x_shift[i] <= 0;
                fwd_mult[i] <= 0;
            end
            for (i = 0; i < FB_TAP; i = i + 1) begin
                y_shift[i] <= 0;
                fb_mult[i] <= 0;
            end
            fwd_acc <= 0;
            fb_acc <= 0;
            data_out <= 0;
        end
        else begin
            for (i = FWD_TAP-1; i > 0; i = i - 1) begin
                x_shift[i] <= x_shift[i-1];
            end
            x_shift[0] <= data_in;
            fwd_acc = 0;
            for (i = 0; i < FWD_TAP; i = i + 1) begin
                fwd_mult[i] = x_shift[i] * b_coef[i];
                fwd_acc = fwd_acc + fwd_mult[i];
            end
            fb_acc = 0;
            for (i = 0; i < FB_TAP; i = i + 1) begin
                fb_mult[i] = y_shift[i] * a_coef[i];
                fb_acc = fb_acc + fb_mult[i];
            end
            data_out <= fwd_acc - fb_acc;
            for (i = FB_TAP-1; i > 0; i = i - 1) begin
                y_shift[i] <= y_shift[i-1];
            end
            y_shift[0] <= data_out;
        end
    end
endmodule
==> /design/flow/run.sh <==
#!/bin/bash
# OpenROAD 26Q1-2900-gdf79404cd8, Yosys 0.63+post, stock flow scripts
make -C /OpenROAD-flow-scripts/flow DESIGN_CONFIG=/design/flow/config.mk WORK_HOME=/design/flow/orfs finish
==> /design/flow/config.mk <==
export PLATFORM = sky130hd
export DESIGN_NAME = iir_filter
export DESIGN_NICKNAME = iir_filter
export VERILOG_FILES = /design/flow/design.v
export SDC_FILE = /design/flow/constraint.sdc
export NUM_CORES = 4
export LEC_CHECK = 1
export CORE_UTILIZATION = 50
==> /design/flow/constraint.sdc <==
current_design iir_filter

set clk_period 13.3
set clk_io_pct 0.2

create_clock -name clk0 -period $clk_period [get_ports {clk}]

set non_clock_inputs [all_inputs -no_clocks]
set_input_delay [expr $clk_period * $clk_io_pct] -clock clk0 $non_clock_inputs
set_output_delay [expr $clk_period * $clk_io_pct] -clock clk0 [all_outputs]
==> reports/metrics.cfg <==
[placed_design]
io_buffers = 40
placed_area_um2 = 10080
dpl.hpwl_um = 13170
gp_congestion = 0.9309

[final_timing]
setup_viol = 0
max_slew.worst_pin.slew_ns = 0.6991
finalSetupTns_ns = 0
slew_violations = 0
min_period_ns = 6.467
rsz0062_at_grt = no
clock_skew_ns = 0.01040
finalCritPeriodShare_pct = 48.62
hold_ws_ns = 0.3621
max_freq_ghz = 0.1546
finalHoldViolCount = 0
maxSlewHeadroom_pct = 53.39

[clock_tree]
cts-buffers-inserted = 9
cts_setup_buffers = 0
clock_path_buffers = 2
cts_hold_buf = 0
cts.sinks = 105
clockRootBuffer = clkbuf_16
insertion_delay_ns = 0.36
clkSlewWorstSetupHoldPaths_ns = 0.07
htreeDepth = 3
cts_resized = 0
cts_tree = built

[worst_setup_path]
start_kind = flip-flop
critPathArrivalTime_ns = 6.71
r2r_cells = 21
crit_required_ns = 13.54
worstReg2RegEnd = data_out[30]
critical_path.max_stage_delay_ns = 0.55
end_kind = flip-flop
cp_top_family = adder cells
rr_startpoint = y_shift[1][12]
cp_num_buf_inv = 3
regToRegSetupSlack_ns = 6.83
critPathKind = flip-flop to flip-flop
cpMostUsedCell = fa_1
crit_chain = ha_1, ha_1, ha_1, fa_1, ha_1, inv_1, fa_1, fa_1, inv_1, fa_1, fa_1, fa_1, inv_1, ha_1, nand2_1, a211o_1, a31oi_1, nor4_2, o31ai_1, o211ai_1, xnor2_1
cp_slowest_cell = fa_1
path_max_fanout = 8

[synthesis]
netlist.area_leader.share_pct = 28.28
ys_sh_mux_pct = 0.1195
async_flop_share_pct = 100.0
synth-edff-count = 0
synthesis.area_um2 = 9424
adder_share_pct = 50.37
ys_cells = 831
largest_area_cell = ha_1
synth.most_common_cell = inv_1
yosysSeqAreaShare_pct = 27.88
syn-instance-count = 831
synth_warnings = 5
compound_area_share_pct = 4.076
ys_chip_area_um2 = 9424
ys_types = 44
ys.flops = 105
yosys-top-cells-count = 256 x inv_1, 213 x ha_1, 105 x dfrtp_1, 104 x fa_1, 39 x xnor2_1
syn_area_per_cell_um2 = 11.34
area_leaders = ha_1 28%, dfrtp_1 28%, fa_1 22%
synth-main-ff-cell = dfrtp_1
simple_gate_share_pct = 2.098
synthXorXnorAreaFrac_pct = 4.461
ys_top_logic_family = adder cells

[min_path]
hold_path_class = flip-flop to flip-flop
worstHoldPathCells = 0
hold_end = y_shift[1][25]
worstHoldStart = y_shift[0][25]

[routing]
diodes = 0
wl_met3_um = 678
vias = 5251
drt_first_iter_violations = 116
first_pass_iters = 4
top_layer = met4
wl_met2_um = 7524
wl_per_cell_um = 13.82
viasPerCell = 4.709
met1Wirelength_um = 6854
wl_um = 15410
antenna_left = 0
drc = 0

[global_route]
antenna_found_initial = 0
grt-ovfl-total = 0
grt_pass1_wl_um = 28080
grt_pass1_vias = 6060
grt_start_max_net_pins = 54
track_usage_pct = 19.33

[final_layout]
postLayoutCellArea_um2 = 10380
area_delta_synth_final_pct = 10.17
drive_above_1_share_pct = 3.499

[floorplanning]
die_area_um2 = 19400
die-height_um = 139.3
die_w_um = 139.3
initial_core_util_pct = 51.76
ios = 50
coreArea_um2 = 18210
row_count = 49

[job]
maxCapViolCount = 0
warnings = 36

[outcome]
status = finished clean

[final cells by class]
type	count	area, µm²
fillers	1511	7826
multi-input cells	468	5794
flip-flops and latches	105	2628
inverters	256	963.4
repair buffers	41	407.9
well taps	229	286.5
clock buffers	9	225.2
clock inverters	7	77.57
[routing by layer]
layer / vias to the layer above / GRT usage (%)
met5: - / 0
met4: 0 / 3.216
met1: 2533 / 27.83
met2: 72 / 31.92
met3: 17 / 4.523
li1: 2629 / -
[cells by family after synthesis]
logic type	count (synthesis)
xor gates and xnor gates	48
buffers and inverters	266
DFF	105
AOI/OAI and AO/OA	55
and+or+nand+nor	38
muxes	1
adders and majority gates	317
other	1
[metrics by stage]
step                setup slack (ns)  utilization (%)  cells
global placement               6.951            55.36   1099
detailed placement             6.818            55.36   1099
CTS                            6.795            57.02   1115
global route                   6.488            57.02   1115
finish                         6.833            57.02   1115
floorplan                      7.152                -    839
[sequential cells by signal, summed over array words and instances, names as in the netlist]
signal	count
data_out	23
y_shift	34
x_shift	48
[worst max-delay path by stage]
stage,from,end,slack [ns],depth (start not counted)
4_1_cts,y_shift[1][12],data_out[30],6.80,21
5_1_grt,y_shift[1][12],data_out[30],6.49,21
6_report,y_shift[1][12],data_out[30],6.83,21
[layout by cell type (no fill, tap or decap), drive strengths merged, types with 3 or more instances in the layout]
| master | Yosys | routed |
|---|---|---|
| inv | 256 | 258 |
| ha | 213 | 213 |
| dfrtp | 105 | 105 |
| fa | 104 | 104 |
| clkdlybuf4s50 | 0 | 40 |
| xnor2 | 39 | 39 |
| a21oi | 17 | 17 |
| nor2 | 14 | 14 |
| o21ai | 12 | 12 |
| xor2 | 9 | 9 |
| conb | 1 | 9 |
| clkbuf | 1 | 9 |
| nand2 | 6 | 6 |
| or2 | 5 | 5 |
| a211o | 3 | 3 |
| o21a | 3 | 3 |
| and2 | 3 | 3 |
| a21o | 3 | 3 |
| a31oi | 3 | 3 |
| clkinv | 0 | 3 |
